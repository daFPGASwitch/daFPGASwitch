**flow/config.mk**
```make
export PLATFORM = sky130hd
export DESIGN_NAME = simple_interface
export DESIGN_NICKNAME = simple_interface
export VERILOG_FILES = /design/flow/design.v
export SDC_FILE = /design/flow/constraint.sdc
export NUM_CORES = 4
export LEC_CHECK = 1
export CORE_AREA = 10 10 167 167
export DIE_AREA = 0 0 177 177
```
**flow/constraint.sdc**
```tcl
current_design simple_interface

set clk_period 5.7
set clk_io_pct 0.2

create_clock -name clk0 -period $clk_period [get_ports {clk}]

set non_clock_inputs [all_inputs -no_clocks]
set_input_delay [expr $clk_period * $clk_io_pct] -clock clk0 $non_clock_inputs
set_output_delay [expr $clk_period * $clk_io_pct] -clock clk0 [all_outputs]
```
**flow/design.v**
```verilog
module simple_interface(
    input logic clk,
    input logic        reset,
    input logic [31:0] writedata,
    input logic        write,
    input logic        read,
    input logic [ 2:0] address,
    input logic        chipselect,
    input logic [31:0] interface_in_0,
    input logic [31:0] interface_in_1,
    input logic [31:0] interface_in_2,
    input logic [31:0] interface_in_3,
    output logic [31:0] readdata,
    output logic [3:0] interface_out_en,
    output logic [31:0] interface_out,
    output logic experimenting,
    output logic simple_reset,
    output logic [3:0] interface_out_ack,
    output logic sched_policy,
    output logic [7:0] sched_prio
);
  logic [31:0] ctrl;
  logic prev_read;
  always_comb begin
    experimenting = (ctrl[1:0] == 2);
    simple_reset = (ctrl[1:0] == 0) || reset;
    sched_policy = ctrl[2];
    sched_prio = ctrl[10:3];
  end
  always_ff @(posedge clk) begin
    prev_read <= read;
    if (reset) begin
      ctrl <= 32'h0;
      readdata <= 32'h0;
      interface_out_en <= 0;
      interface_out_ack <= 0;
      interface_out <= 0;
    end else begin
      if (chipselect && write) begin
        case (address)
          3'h0: begin
            ctrl <= writedata;
          end
          3'h1: begin
            interface_out_en[0] <= 1;
            interface_out <= writedata;
          end
          3'h2: begin
            interface_out_en[1] <= 1;
            interface_out <= writedata;
          end
          3'h3: begin
            interface_out_en[2] <= 1;
            interface_out <= writedata;
          end
          3'h4: begin
            interface_out_en[3] <= 1;
            interface_out <= writedata;
          end
          default: begin
          end
        endcase
      end else begin
        interface_out_en[0] <= 0;
        interface_out_en[1] <= 0;
        interface_out_en[2] <= 0;
        interface_out_en[3] <= 0;
      end
      if (chipselect && read && prev_read == 0) begin  
        case (address)
          3'h1: begin
            readdata <= interface_in_0;
            interface_out_ack[0] <= 1;
          end
          3'h2: begin
            readdata <= interface_in_1;
            interface_out_ack[1] <= 1;
          end
          3'h3: begin
            readdata <= interface_in_2;
            interface_out_ack[2] <= 1;
          end
          3'h4: begin
            readdata <= interface_in_3;
            interface_out_ack[3] <= 1;
          end
          default: begin
          end
        endcase
      end else begin
        interface_out_ack[0] <= 0;
        interface_out_ack[1] <= 0;
        interface_out_ack[2] <= 0;
        interface_out_ack[3] <= 0;
      end
    end
  end
endmodule
```
**flow/run.sh**
```bash
#!/bin/bash
# OpenROAD 26Q1-2900-gdf79404cd8, Yosys 0.63+post, stock flow scripts
make -C /OpenROAD-flow-scripts/flow DESIGN_CONFIG=/design/flow/config.mk WORK_HOME=/design/flow/orfs finish
```
==> flow_summary_export.csv <==
group,metric,value,unit
finish,utilization,29.8,%
outcome,status,"complete, no violations",
cts,htree_levels,3,
synthesis,edf_count,0,
global_route,grt_antenna_before_repair,1,
placed_design,hpwl,13400,µm
power,power_leakage,2.51,nW
power,worst_ir_drop_vdd,0.000149,V
worst_hold_path,hp-class,"reg -> reg",
worst_setup_path,crit_path_start_kind,"primary input",
floorplan,die.size.y,177,µm
worst_setup_path,end_kind,"register",
floorplan,coreArea,24300,µm²
power,power,1.54,mW
synthesis,yosys_warnings,1,
drt,drc,0,
synthesis,synth_top_flop_cell,"dfxtp_1",
timing,finalCritPeriodShare,57.9,%
drt,via_count,4552,
power,sequentialPowerShare,39.9,%
finish,area_growth,69.5,%
worst_setup_path,critPathSlowestCell,"nor2b_4",
cts,cts_made_buffers,9,
timing,fmax,303,MHz
cts,clkSinkCount,84,
global_route,grt_max_degree,65,
worst_setup_path,crit_arrival,3.56,ns
timing,rsz0062_at_grt,"no",
synthesis,synth_area,4280,µm²
placed_design,gp_congestion,0.829,
timing,fin_setup_tns,0,ns
worst_setup_path,cp_cell_sequence,"clkdlybuf4s50_1 > nor2b_4 > buf_4 > a221oi_1 > a21o_1 > a311oi_2",
global_route,grt_pass1_wl,27300,µm
job,maxCapViolCount,0,
power,p_switching,0.405,mW
finish,layout_top_cell,"clkdlybuf4s50_1",
finish,final_cell_count_no_fill,1057,
cts,hold_buffers,0,
synthesis,yosys.stat.seqShare,39.3,%
synthesis,ys_types,27,
cts,cts_setup_buffers,0,
cts,cts_buffer_depth,2,
worst_setup_path,critPathMaxStageDelay,0.74,ns
drt,wire_per_inst,17.2,µm
timing,relSlewSlack,44.0,%
timing,tightest_slew,0.838,ns
power,switching_share,26.2,%
floorplan,die_width,177,µm
synthesis,ys_area,4280,µm²
worst_setup_path,worstPathMaxFanout,35,
worst_setup_path,required,5.96,ns
global_route,overflow,0,
timing,hold_violations,0,
power,p_int,1.14,mW
cts,cts_tree,"done",
timing,fin_worst_skew,0.00762,ns
drt,first_pass_iters,6,
global_route,track_usage,11.2,%
floorplan,io_pins,251,
floorplan,fp_util,17.6,%
finish,drive_gt1_share,7.50,%
placed_design,place_inst,1041,
timing,period_minus_slack,3.30,ns
finish,final_cell_mix,"clkdlybuf4s50_1 (247), nand2_1 (97), dfxtp_1 (84), a21oi_1 (68), nor2_1 (51)",
power,powerDensity,213,nW/µm²
cts,ctsResizeCount,0,
cts,root_buffer,"clkbuf_16",
global_route,grt_pass1_vias,4600,
job,warnings,25,
floorplan,dieArea,31300,µm²
placed_design,place.port_buffers,250,
drt,wl,18100,µm
power,clkPwrFrac,39.6,%
floorplan,rows,57,
synthesis,avgSynthCellArea,8.29,µm²
cts,clk_latency,0.35,ns
synthesis,ys_cells,516,
synthesis,synth_flops,84,
power,p_comb_share,20.5,%
worst_setup_path,path_class,"in -> reg",
drt,drt_first_iter_violations,207,
synthesis,ys_async_sr_fraction,0,%
timing,setup-violations-final,0,
cts,path_clk_slew,0.07,ns
drt,drt-vias-per-instance,4.31,
synthesis,synthCells,516,
timing,slew_violations,0,
drt,ant_nets,0,
drt,diodes,0,
layer usage:
metal	GRT usage [%]	share of wire [%]	up-vias
li1	-	-	2245
met2	17.7	44	199
met5	0	0.055	-
met3	4.83	11	19
met1	14.2	43	2087
met4	1.61	1.6	2
registers in the layout (all words and copies together) (netlist names):
signal / count
interface_out: 32
interface_out_en: 4
interface_out_ack: 4
ctrl: 11
readdata: 32
prev_read: 1
kinds of logic (layout without fill, tap and decap cells):
family / Yosys count / in the layout / synth area share (%)
muxes: 11 / 11 / 2.57
AOI/OAI and AO/OA: 168 / 168 / 30.5
and+or+nand+nor: 195 / 195 / 20.4
DFF: 84 / 84 / 39.3
buffers and inverters: 58 / 275 / 7.25
critical path: cells and delay by family:
family / cells / cell delay (ns)
and+or+nand+nor: 1 / 0.74
buffers and inverters: 2 / 1.07
AOI/OAI and AO/OA: 3 / 0.59
power by group through the flow:
stage / clock network [mW] / logic [mW] / registers, mW
4_1_cts: 0.645 / 0.323 / 0.616
5_1_grt: 0.665 / 0.347 / 0.618
6_report: 0.612 / 0.317 / 0.616
synthesized netlist by cell type, drive strengths merged (3+ instances only):
cell / count / area [µm²]
nor3: 5 / 46.3
nand2: 97 / 364
nor2b: 36 / 225
a21o: 32 / 240
a221oi: 32 / 280
mux2i: 11 / 110
a21oi: 68 / 340
clkbuf: 24 / 90.1
buf: 34 / 220
a311oi: 32 / 405
nor2: 52 / 203
o21a: 3 / 30.0
dfxtp: 84 / 1680
layout make-up:
cell class,count,area (µm²)
repair buffers,259,2560
well taps,324,405
clock inverters,6,71.3
fillers,2565,17100
multi-input cells,374,2310
clock buffers,10,229
flip-flops and latches,84,1680
worst paths after layout:
check,startpoint,to,slack (ns),depth (start not counted)
worst min register to register,interface_out[21],interface_out[21],0.45,2
worst min-delay path,interface_out[21],interface_out[21],0.45,2
worst max register to register,prev_read,readdata[16],3.76,5
worst max-delay path,address[2],readdata[17],2.40,6
through the flow:
stage / setup WS [ns] / hold slack (ns) / cell area, µm²
after global routing: 2.16 / 0.470 / 7250
after global placement: 2.04 / 0.441 / 6950
final: 2.40 / 0.454 / 7250
after CTS: 2.36 / 0.456 / 7250
after floorplan: 2.83 / 0.413 / 4280
after detailed placement: 1.98 / 0.446 / 6950
Power and IR drop assume default switching activity.
